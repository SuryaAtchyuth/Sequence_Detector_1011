[constraint.sdc]
current_design seq_det_1011

set clk_period 1.2
set clk_io_pct 0.2

create_clock -name clk0 -period $clk_period [get_ports {clk}]

set non_clock_inputs [all_inputs -no_clocks]
set_input_delay [expr $clk_period * $clk_io_pct] -clock clk0 $non_clock_inputs
set_output_delay [expr $clk_period * $clk_io_pct] -clock clk0 [all_outputs]
[design.v]
module seq_det_1011(clk, reset, in, out);
  input  wire clk, reset;
  input  wire in;
  output wire  out;
  reg [2:0] PS, NS;
  parameter s0=0, s1=1, s2=2, s3=3, s4=4, s5=5;
  always @(posedge clk, negedge reset) begin
    if(!reset)
      PS <= s0;
    else
      PS <= NS;
  end
  always @(PS, in) begin
    case(PS)
      s0:begin
        if(in)
           NS <= s1;
        else
          NS <= s0;
      end
      s1:begin
        if(in)
           NS <= s1;
        else
          NS <= s2;
      end      
      s2:begin
        if(in)
           NS <= s3;
        else
          NS <= s0;
      end
      s3:begin
        if(in)
           NS <= s4;
        else
          NS <= s1;
      end
      s4:begin
        if(in)
           NS <= s0;
        else
          NS <= s1;
      end 
      default: NS <=s0;
    endcase 
  end 
  assign out = (PS==s4)?1:0;
endmodule:seq_det_1011      
[run.sh]
#!/bin/bash
# OpenROAD 26Q1-2900-gdf79404cd8, Yosys 0.63+post, stock flow scripts
make -C /OpenROAD-flow-scripts/flow DESIGN_CONFIG=/design/flow/config.mk WORK_HOME=/design/flow/orfs finish
[config.mk]
export PLATFORM = sky130hd
export DESIGN_NAME = seq_det_1011
export DESIGN_NICKNAME = seq_det_1011
export VERILOG_FILES = /design/flow/design.v
export SDC_FILE = /design/flow/constraint.sdc
export NUM_CORES = 4
export LEC_CHECK = 1
export CORE_AREA = 10 10 70 70
export DIE_AREA = 0 0 80 80
==> results_slide.txt <==
Synthesis and Place & Route Summary

Run status
  – Status: finished, final reports clean

Setup path
  – Crit path cell chain: dlygate4sd2_1
  – Critical path class: register to primary output
  – R2R depth: 3
  – CP max stage cell: dfrtp_1
  – Worst Path Max Fanout: 2
  – Worst path depth: 1
  – CP arrival: roughly 0.83 ns
  – CP max stage delay: 0.36 ns
  – Startpoint Class: register
  – Top delay family on crit path: flip-flops
  – Crit path DRT: between 0.9 and 1 ns
  – Crit path capture type: primary output
  – Worst Path Buf+Inv: 1

Synth
  – Syn avg cell area: 12.2 um^2
  – Yosys cell count: 14
  – Yosys Chip Area: about 170 um^2
  – Sequential area share after synthesis: 73.7%
  – #FFs+latches synth: 5
  – Yosys cell types: 9
  – Post-Synthesis Cells: 14
  – Mapped cell area: 171 um^2
  – Syn. warnings: 1

Final timing
  – Max-slew violation count: 0
  – Sum Neg Setup Slack: 0 ns
  – Final Hold Viols: 0
  – Relative slew slack: 86.1%
  – RSZ-0062 raised after global routing: false
  – Worst-margin pin slew: 0.207 ns
  – Tcrit/Tclk final: between 80% and 90%
  – Min Tclk post-route: 1.07 ns
  – Final setup violation count: 0
  – Worst Skew: around 0.0019 ns
  – Highest clock rate: 931 MHz

Power and ir drop
  – LEAKAGE: 0.120 nW
  – Reg power frac: 46.6%
  – Switching Share: 19.9%
  – Comb power frac: 7.7%
  – Max VDD drop: 0.264 mV
  – Clock power share: 45.7%
  – NetSw: 81.8 uW
  – Pint: 329 uW
  – PD cells: about 1400 mW/mm^2

Finish
  – Proportion of layout cells with a drive suffix above 1: 26.1%
  – Non-Filler Instances: 69
  – Biggest register: PS
  – Filler cells: 407
  – Top Registers: PS x5
  – Comb. cell area: 45.0 um^2
  – Area Overhead vs Synth: 74.5%
  – Top Layout Cells: dfrtp_1 (4), clkbuf_4 (3)
  – Commonest Layout Cell: dfrtp_1
  – Flop area: 126 um^2
  – Max reg flops: 5

Floorplanning
  – Core ar.: 0.00342 mm^2
  – Die X-Extent: around 80 um
  – Die Y: 80 um
  – FP Util: 5.02%
  – Cell row count: 21
  – DIE AREA: 0.00640 mm^2
  – # IOs: 4

Global route
  – Initial antenna violation count: 0
  – Largest net degree at the start of global routing: 6
  – Global-route wire length before repair: 621 um
  – Total track usage: 1.25%
  – Vias in the first global route: 119
  – GRT overflow: 0

Drt
  – Ant. Diodes: 0
  – Vias: 126
  – Number of antenna-violating nets in the routed design: 0
  – Drt wl/cell: 4.78 um
  – DRT Pass-1 Iters: 2
  – Total Wirelength: 330 um
  – Via density: between 1.5 and 2
  – Detailed router's first-iteration violation count: 4
  – # DRC: 0

CTS
  – CTS root buffer: clkbuf_4
  – Clk buf depth: 2
  – CTS tree: built
  – Hold buffer count at CTS: 0
  – Reg clk slew, reported paths: 0.04 ns
  – H-tree depth: 1
  – CTS Buf Count: 3
  – Late-Pin Clk Latency: 0.24 ns
  – CTS sink count: 5

Placement
  – Placed instance count: 64
  – GPL Wtd Cong: between 0.6 and 0.7
  – Detailed Place HPWL: around 260 um
  – Port-buffer cells: 3

Hold path
  – Worst hold path type: input pin to async pin

Job
  – Max-Cap Viols: 0
  – OpenROAD warning count: 25
per-stage QoR:
stage,setup WS [ns],hold slack [ns],power (mW),utilization [%],cell area [um^2]
after detailed placement,0.0518,0.467,0.225,7.80,267
after floorplan,0.469,-0.0556,0.205,-,171
final,0.126,0.214,0.411,8.75,299
after global placement,0.0790,0.468,0.224,7.80,267
after global routing,0.0762,0.212,0.451,8.75,299
after CTS,0.113,0.211,0.421,8.75,299
cell families after synthesis:
kind of cell / synth area share [%]
AND/OR/NAND/NOR: 20.4
flip-flops: 73.7
AND-OR/OR-AND: 5.83
synthesized netlist by cell type (all sizes together):
cell   instances  area (um^2)
a21oi          1         5.00
and2           2         12.5
dfrtp          4          100
dfstp          1         26.3
nand2          1         3.75
nor2           2         7.51
nor2b          1         6.26
nor3           1         5.00
o21ai          1         5.00
path summary, 6_finish.rpt:
check	end	startpoint	slack, ns
worst min-delay path	PS[2]	reset	0.21
max in group asynchronous	PS[0]	reset	0.74
min in group clk0	PS[1]	PS[4]	0.49
worst max register to register	PS[3]	PS[1]	0.34
worst max-delay path	out	PS[1]	0.13
worst min register to register	PS[1]	PS[4]	0.49
metal layers:
metal / global-route usage, % / vias up / share of wire [%]
met3: 0.909 / 4 / 8.2
met5: 0 / - / 0
met1: 1.27 / 53 / 36
met4: 1.41 / 0 / 12
li1: - / 66 / -
met2: 1.52 / 3 / 43
cell type report:
type	count	area share [%]
multi-input cells	9	15.1
flip-flops and latches	5	42.3
clock buffers	4	8.79
repair buffers	5	14.6
well taps	46	19.2
power by group through the flow:
stage	Combinational, mW	Clock, mW	Sequential, mW
after global routing	0.0359	0.222	0.193
final	0.0316	0.188	0.191
after CTS	0.0327	0.197	0.191
timing repair:
item	in CTS	in global routing
gates resized	1	0
setup buffers	1	0
setup endpoints to repair	1	0
Power is estimated from default activity; no workload was simulated.
